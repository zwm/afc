### design.v
module logen_process_cal (
    input                       rstn,    
    input                       clk,
    input                       logen_start,
    input                       rg_logen_cal_bypass,
    input       [1:0]           rg_logen_cnt_sel,
    input       [2:0]           rg_logen_vsel_man,   
    input       [2:0]           rg_logen_vsel_seg0,
    input       [2:0]           rg_logen_vsel_seg1,
    input       [2:0]           rg_logen_vsel_seg2,
    input       [2:0]           rg_logen_vsel_seg3,
    input       [2:0]           rg_logen_vsel_seg4,
    input       [5:0]           rg_logen_cntr_bound0,
    input       [5:0]           rg_logen_cntr_bound1,
    input       [5:0]           rg_logen_cntr_bound2,
    input       [5:0]           rg_logen_cntr_bound3,
    input       [13:0]          a2d_ncntr,
    output reg                  cntr_rstn,
    output reg                  cntr_en,
    output reg                  cntr_datasyn,
    output reg  [5:0]           logen_cntr_curr,
    output reg  [2:0]           ldo_logen_vsel
);
localparam LOGEN_IDLE           = 3'd0;
localparam LOGEN_CNTR_RSTN      = 3'd1;
localparam LOGEN_CNTR_EN_PRE    = 3'd2;
localparam LOGEN_CNTR_EN        = 3'd3;
localparam LOGEN_CNTR_EN_POST   = 3'd4;
localparam LOGEN_CNTR_DATASYN   = 3'd5;
localparam LOGEN_LDOVSEL_UPDATE = 3'd6;
reg     [2:0]                   st_curr;
reg     [2:0]                   st_next;
reg     [2:0]                   logen_start_dly;
wire                            logen_start_pos;
wire                            logen_start_sync;
wire                            logen_cnt_end;
reg     [4:0]                   temp_cnt;
reg     [4:0]                   logen_cnt_m1;
reg     [2:0]                   ldo_logen_vsel_next;
wire    [5:0]                   cntr_val;
wire                            clk_gated;
always @(posedge clk or negedge rstn)
    if (~rstn)
        logen_start_dly <= 0;
    else
        logen_start_dly <= {logen_start_dly[1:0], logen_start};
assign logen_start_pos      = (~logen_start_dly[2]) & logen_start_dly[1];
assign logen_start_sync     = logen_start_pos;
always @(*)
    case (rg_logen_cnt_sel)
        2'b00:      logen_cnt_m1 = 7;
        2'b01:      logen_cnt_m1 = 11;
        2'b10:      logen_cnt_m1 = 15;
        default:    logen_cnt_m1 = 19;
    endcase
assign logen_cnt_end    = (temp_cnt == logen_cnt_m1);
assign clk_gated        = clk;
always @(posedge clk_gated or negedge rstn)
    if (~rstn)
        st_curr <= LOGEN_IDLE;
    else
        st_curr <= st_next;
always @(*) begin
    st_next = st_curr;
    case (st_curr)
        LOGEN_IDLE: begin
            if (logen_start_sync) begin
                st_next = LOGEN_CNTR_RSTN;
            end
        end
        LOGEN_CNTR_RSTN: begin
            st_next = LOGEN_CNTR_EN_PRE;
        end
        LOGEN_CNTR_EN_PRE: begin
            st_next = LOGEN_CNTR_EN;
        end
        LOGEN_CNTR_EN: begin
            if (logen_cnt_end)
                st_next = LOGEN_CNTR_EN_POST;
        end
        LOGEN_CNTR_EN_POST: begin
            st_next = LOGEN_CNTR_DATASYN;
        end
        LOGEN_CNTR_DATASYN: begin
            st_next = LOGEN_LDOVSEL_UPDATE;
        end
        LOGEN_LDOVSEL_UPDATE: begin
            st_next = LOGEN_IDLE;
        end
        default: begin
            st_next = LOGEN_IDLE;
        end
    endcase
end
always @(posedge clk_gated or negedge rstn)
    if (~rstn)
        temp_cnt <= 0;
    else if (st_curr != LOGEN_CNTR_EN && st_next == LOGEN_CNTR_EN)
        temp_cnt <= 0;
    else if (st_curr == LOGEN_CNTR_EN)
        temp_cnt <= temp_cnt + 1;
always @(posedge clk_gated or negedge rstn)
    if (~rstn)
        cntr_rstn <= 1'b1;
    else if (st_curr != LOGEN_CNTR_RSTN && st_next == LOGEN_CNTR_RSTN)
        cntr_rstn <= 1'b0;
    else
        cntr_rstn <= 1'b1;
always @(posedge clk_gated or negedge rstn)
    if (~rstn)
        cntr_en <= 1'b0;
    else if (st_curr == LOGEN_CNTR_EN_PRE)
        cntr_en <= 1'b1;
    else if (st_curr == LOGEN_CNTR_EN && st_next != LOGEN_CNTR_EN)
        cntr_en <= 1'b0;
always @(posedge clk_gated or negedge rstn)
    if (~rstn)
        cntr_datasyn <= 1'b0;
    else if (st_curr == LOGEN_CNTR_EN_POST)
        cntr_datasyn <= 1'b1;
    else
        cntr_datasyn <= 1'b0;
assign cntr_val = a2d_ncntr[9:4];
always @(*) begin
    if (cntr_val <= rg_logen_cntr_bound0)
        ldo_logen_vsel_next = rg_logen_vsel_seg0;
    else if (cntr_val <= rg_logen_cntr_bound1)
        ldo_logen_vsel_next = rg_logen_vsel_seg1;
    else if (cntr_val <= rg_logen_cntr_bound2)
        ldo_logen_vsel_next = rg_logen_vsel_seg2;
    else if (cntr_val <= rg_logen_cntr_bound3)
        ldo_logen_vsel_next = rg_logen_vsel_seg3;
    else
        ldo_logen_vsel_next = rg_logen_vsel_seg4;
end
always @(posedge clk_gated or negedge rstn)
    if (~rstn)
        ldo_logen_vsel  <= 3'b010;   
    else if (rg_logen_cal_bypass)
        ldo_logen_vsel  <= rg_logen_vsel_man;
    else if (st_curr == LOGEN_LDOVSEL_UPDATE) begin
        logen_cntr_curr[5:0] <= cntr_val;
        ldo_logen_vsel  <= ldo_logen_vsel_next;
    end
endmodule
### run.sh
#!/bin/bash
# OpenROAD 26Q1-2900-gdf79404cd8, Yosys 0.63+post, stock flow scripts
make -C /OpenROAD-flow-scripts/flow DESIGN_CONFIG=/design/flow/config.mk WORK_HOME=/design/flow/orfs finish
### config.mk
export PLATFORM = sky130hd
export DESIGN_NAME = logen_process_cal
export DESIGN_NICKNAME = logen_process_cal
export VERILOG_FILES = /design/flow/design.v
export SDC_FILE = /design/flow/constraint.sdc
export NUM_CORES = 4
export LEC_CHECK = 1
export CORE_AREA = 10 10 110 110
export DIE_AREA = 0 0 120 120
### constraint.sdc
current_design logen_process_cal

set clk_period 2.7
set clk_io_pct 0.2

create_clock -name clk0 -period $clk_period [get_ports {clk}]

set non_clock_inputs [all_inputs -no_clocks]
set_input_delay [expr $clk_period * $clk_io_pct] -clock clk0 $non_clock_inputs
set_output_delay [expr $clk_period * $clk_io_pct] -clock clk0 [all_outputs]
==> flow_metrics.py <==
# Flow results
metrics = {
    "run_status": {
        "status": "finished, final reports clean",
    },
    "power_and_ir_drop": {
        "power.density_nw_per_um2": 483,
        "post-layout-total-power_mw": 1.34,
        "p_leak_nw": 1.23,
        "vdd.ir_drop.worst_mv": 0.268,
        "power.switching_fraction": 0.284,
        "cellInternalPower_mw": 0.959,
        "netSwitchingPower_mw": 0.381,
        "clock_power_share": 0.238,
        "seq_power_share": 0.418,
        "comb_power_share": 0.344,
    },
    "clocking": {
        "clock_insertion_delay_worst_skew_ps": 270,
        "post_cts_hold_buffer_count": 0,
        "clock_tree.htree_level_count": 1,
        "clockRootBuffer": "clkbuf_8",
        "cts.clk_slew.worst_paths_ps": 80,
        "cts.path.max_buffers": 2,
        "tritoncts_clock_tree": "done",
        "numClockSinks": 26,
        "cts_made_buffers": 3,
    },
    "synth": {
        "synth_async_sr_flop_share": 0.769,
        "post_syn_area_um2": 1760,
        "yosys.cell_types.count": 46,
        "post_synth_tally_of_flip_flops_with_integrated_enable": 6,
        "largest_area_cell": "dfrtp_1",
        "synth.avg_cell_area_um2": 10.4,
        "flop_cell": "dfrtp_1",
        "synthesis.instances": 170,
        "yosysSeqAreaShare": 0.388,
        "synth_stat.cells": 170,
        "yosys.area.top_type_share": 0.241,
        "ys.flops": 26,
        "yosys.stat.chipArea_um2": 1760,
        "ys_top_cells_by_count": "ha_1, inv_1, dfrtp_1, nor2_1, nand2_1",
        "synth.top_cells.by_area": "dfrtp_1, ha_1, edfxtp_1",
        "yosysWarningCount": 1,
    },
    "hold_path": {
        "worstHoldPathCells": 0,
        "hold-path-endpoint": "logen_start_dly[1]$_DFF_PN0_",
        "holdCritPathClass": "reg -> reg",
        "hp-start": "logen_start_dly[0]$_DFF_PN0_",
    },
    "final_layout": {
        "area.growth.synth_to_final_pct": 57.3,
        "share_of_final_layout_standard_cells_stronger_than_drive_strength_1": 0.130,
        "stdcell_count": 386,
    },
    "setup_path": {
        "setup.worst_path.class": "in -> reg",
        "timing.critical_path.from": "a2d_ncntr[8]",
        "critical-path-slowest-cell": "clkdlybuf4s50_1",
        "cpLargestDelayFamily": "buffers and inverters",
        "crit_buf_inv": 4,
        "setup.worst_path.start_class": "input pin",
        "path_cells": "clkdlybuf4s50_1 > buf_4 > buf_4 > ha_1 > nand4_1 > a21oi_1 > o32ai_2 > buf_4 > a21bo_1 > a22o_1 > a31o_1",
        "cp_data_arrival_time_ps": 2690,
        "reg2reg_depth": 6,
        "crit-reg2reg-capture": "temp_cnt[3]$_DFFE_PN0P_",
        "critical_path.reg2reg.startpoint": "temp_cnt[2]$_DFFE_PN0P_",
        "cpMostUsedCell": "buf_4",
        "worst-path-max-fanout": 5,
        "critical_path_required_ps": 2860,
        "worst_setup_path_end_kind": "register",
        "reg2reg_slack_ps": 1000,
        "largest_stage_delay_worst_path_ps": 440,
    },
    "die": {
        "initial_utilization": 0.180,
        "floorplan.die_area_um2": 14400,
        "io_pins": 74,
        "die.size.y_um": 120,
        "core_area_um2": 9770,
        "placement_rows": 36,
        "die_width_um": 120,
    },
    "job": {
        "maxCapViolations": 0,
        "warnings": 33,
    },
    "placement": {
        "globalplace.congestion": 0.755,
        "dp_hpwl_mm": 4.40,
        "number_of_placed_cells_counting_well_taps": 382,
        "port_buffers": 65,
    },
    "drt": {
        "route.antenna.diode_count": 0,
        "first_iter_violations": 37,
        "postRouteWirelength_mm": 5.07,
        "viasPerCell": 3.93,
        "via_count": 1517,
        "final_antenna_net_count": 0,
        "routed_wire_length_per_instance_um": 13.1,
        "remaining_drc_errors": 0,
        "first_pass_iters": 4,
    },
    "final_timing": {
        "share_of_the_cycle_needed_by_the_critical_path_after_routing": 0.937,
        "min_period_ps": 2530,
        "slew_headroom": 0.737,
        "setup_repair_after_global_routing_missed_its_margin": "false",
        "finalSetupViolCount": 0,
        "timing.clock.skew_ps": 7.11,
        "achievable-frequency_mhz": 395,
        "report.final.slew_viol_count": 0,
        "hold_slack_ps": 359,
        "transition_time_at_the_pin_with_the_least_slew_margin_ps": 392,
        "final-hold-violation-count": 0,
    },
    "grt": {
        "gr_ovfl_total": 0,
        "grt_pass1_wl_mm": 8.18,
        "grt_max_degree": 20,
        "antenna_violations_before_repair": 0,
        "vias_in_the_first_global_route": 1612,
        "track_usage": 0.0698,
    },
}
-- timing repair --
item | in CTS | in global routing
buffers inserted | 0 | 0
endpoints found under the setup margin | 1 | 1
resized | 1 | 1
-- state kept, by name (all words and copies together) (netlist names) --
name / cells
logen_cntr_curr: 6
cntr_en: 1
st_curr: 7
temp_cnt: 5
logen_start_dly: 3
ldo_logen_vsel: 3
cntr_rstn: 1
-- metal layers --
layer,part of all wire,track usage,vias to the layer above,routed length (µm)
met5,0,0,-,0
met4,0.0026,0.00302,0,13
met3,0.087,0.0300,2,440
met2,0.44,0.109,40,2250
met1,0.47,0.0930,691,2370
li1,-,-,784,-
-- cell families (layout without fill, tap and decap cells) --
logic type               count (synthesis)  count (layout)  synth area share
AND/OR/NAND/NOR                         41              41             0.131
AND-OR/OR-AND                           33              33             0.154
buffers and inverters                   29             112            0.0617
adder cells (fa/ha/maj)                 26              26             0.184
flip-flops                              26              26             0.388
multiplexers                             8               8            0.0468
XOR/XNOR                                 7               7            0.0348
-- layout by cell type (no fill, tap or decap), types with 5 or more instances in the layout --
cell,netlist,routed
nand4_1,5,5
edfxtp_1,6,6
dfrtp_1,17,17
inv_1,26,26
ha_1,26,26
mux2i_1,6,6
clkdlybuf4s50_1,0,64
nor2_1,13,13
buf_4,0,16
nand2_1,7,7
-- power by group through the flow --
stage	Clock (mW)	Combinational [mW]	Sequential, mW
final	0.319	0.461	0.560
after global routing	0.346	0.526	0.574
after CTS	0.329	0.471	0.562
-- per-stage QoR --
stage / instance area [µm²] / util / setup TNS (ps) / setup WS (ps)
floorplan: 1760 / - / 0 / 451
global placement: 2690 / 0.276 / -527 / -279
detailed placement: 2690 / 0.276 / -553 / -285
CTS: 2770 / 0.284 / 0 / 101
global route: 2780 / 0.284 / 0 / 62.7
finish: 2780 / 0.284 / 0 / 170
-- worst max-delay path by stage --
stage,slack [ps],cells after the start,end
after CTS,100,9,ldo_logen_vsel[2]$_DFFE_PN0P_
after global routing,60,9,ldo_logen_vsel[0]$_DFFE_PN0P_
final,170,11,ldo_logen_vsel[2]$_DFFE_PN0P_
-- cell type report --
| class | count | area (µm²) |
|---|---|---|
| clock inverters | 1 | 30.0 |
| flip-flops and latches | 26 | 684 |
| inverters | 27 | 101 |
| multi-input cells | 115 | 978 |
| well taps | 133 | 166 |
| fillers | 1035 | 7000 |
| repair buffers | 81 | 773 |
| clock buffers | 3 | 41.3 |
No activity file was given, so power comes from the tool's default toggle rates.
